==> flow/design.v <==
module rocket_axi_wrapper #(
    parameter integer C_S_AXI_DATA_WIDTH = 32,
    parameter integer C_S_AXI_ADDR_WIDTH = 32,
    parameter integer C_M_AXI_DATA_WIDTH = 64,
    parameter integer C_M_AXI_ADDR_WIDTH = 32
)(
    input wire aclk,
    input wire aresetn,
    input wire [C_S_AXI_ADDR_WIDTH-1:0] s_axi_awaddr,
    input wire [2:0] s_axi_awprot,
    input wire s_axi_awvalid,
    output wire s_axi_awready,
    input wire [C_S_AXI_DATA_WIDTH-1:0] s_axi_wdata,
    input wire [(C_S_AXI_DATA_WIDTH/8)-1:0] s_axi_wstrb,
    input wire s_axi_wvalid,
    output wire s_axi_wready,
    output wire [1:0] s_axi_bresp,
    output wire s_axi_bvalid,
    input wire s_axi_bready,
    input wire [C_S_AXI_ADDR_WIDTH-1:0] s_axi_araddr,
    input wire [2:0] s_axi_arprot,
    input wire s_axi_arvalid,
    output wire s_axi_arready,
    output wire [C_S_AXI_DATA_WIDTH-1:0] s_axi_rdata,
    output wire [1:0] s_axi_rresp,
    output wire s_axi_rvalid,
    input wire s_axi_rready,
    output wire [C_M_AXI_ADDR_WIDTH-1:0] m_axi_awaddr,
    output wire [7:0] m_axi_awlen,
    output wire [2:0] m_axi_awsize,
    output wire [1:0] m_axi_awburst,
    output wire m_axi_awlock,
    output wire [3:0] m_axi_awcache,
    output wire [2:0] m_axi_awprot,
    output wire [3:0] m_axi_awqos,
    output wire m_axi_awvalid,
    input wire m_axi_awready,
    output wire [C_M_AXI_DATA_WIDTH-1:0] m_axi_wdata,
    output wire [(C_M_AXI_DATA_WIDTH/8)-1:0] m_axi_wstrb,
    output wire m_axi_wlast,
    output wire m_axi_wvalid,
    input wire m_axi_wready,
    input wire [1:0] m_axi_bresp,
    input wire m_axi_bvalid,
    output wire m_axi_bready,
    output wire [C_M_AXI_ADDR_WIDTH-1:0] m_axi_araddr,
    output wire [7:0] m_axi_arlen,
    output wire [2:0] m_axi_arsize,
    output wire [1:0] m_axi_arburst,
    output wire m_axi_arlock,
    output wire [3:0] m_axi_arcache,
    output wire [2:0] m_axi_arprot,
    output wire [3:0] m_axi_arqos,
    output wire m_axi_arvalid,
    input wire m_axi_arready,
    input wire [C_M_AXI_DATA_WIDTH-1:0] m_axi_rdata,
    input wire [1:0] m_axi_rresp,
    input wire m_axi_rlast,
    input wire m_axi_rvalid,
    output wire m_axi_rready,
    output wire interrupt,
    input wire [7:0] gpio_in,
    output wire [7:0] gpio_out
);
    wire rocket_clock;
    wire rocket_reset;
    assign rocket_clock = aclk;
    assign rocket_reset = ~aresetn;
    wire tl_a_valid, tl_a_ready;
    wire [2:0] tl_a_opcode;
    wire [2:0] tl_a_param;
    wire [2:0] tl_a_size;
    wire [4:0] tl_a_source;
    wire [31:0] tl_a_address;
    wire [7:0] tl_a_mask;
    wire [63:0] tl_a_data;
    wire tl_a_corrupt;
    wire tl_d_valid, tl_d_ready;
    wire [2:0] tl_d_opcode;
    wire [1:0] tl_d_param;
    wire [2:0] tl_d_size;
    wire [4:0] tl_d_source;
    wire [1:0] tl_d_sink;
    wire tl_d_denied;
    wire [63:0] tl_d_data;
    wire tl_d_corrupt;
    TestHarness rocket_core (
        .clock(rocket_clock),
        .reset(rocket_reset),
        .mem_axi4_0_aw_valid(tl_a_valid),
        .mem_axi4_0_aw_ready(tl_a_ready),
        .mem_axi4_0_aw_bits_id(tl_a_source),
        .mem_axi4_0_aw_bits_addr(tl_a_address),
        .mem_axi4_0_aw_bits_len(8'h0),  
        .mem_axi4_0_aw_bits_size(tl_a_size),
        .mem_axi4_0_aw_bits_burst(2'b01),  
        .mem_axi4_0_w_valid(tl_a_valid),
        .mem_axi4_0_w_ready(tl_a_ready),
        .mem_axi4_0_w_bits_data(tl_a_data),
        .mem_axi4_0_w_bits_strb(tl_a_mask),
        .mem_axi4_0_w_bits_last(1'b1),
        .mem_axi4_0_b_valid(tl_d_valid),
        .mem_axi4_0_b_ready(tl_d_ready),
        .mem_axi4_0_b_bits_resp(2'b00),
        .mem_axi4_0_b_bits_id(tl_d_source),
        .mem_axi4_0_ar_valid(tl_a_valid),
        .mem_axi4_0_ar_ready(tl_a_ready),
        .mem_axi4_0_ar_bits_id(tl_a_source),
        .mem_axi4_0_ar_bits_addr(tl_a_address),
        .mem_axi4_0_ar_bits_len(8'h0),
        .mem_axi4_0_ar_bits_size(tl_a_size),
        .mem_axi4_0_ar_bits_burst(2'b01),
        .mem_axi4_0_r_valid(tl_d_valid),
        .mem_axi4_0_r_ready(tl_d_ready),
        .mem_axi4_0_r_bits_id(tl_d_source),
        .mem_axi4_0_r_bits_data(tl_d_data),
        .mem_axi4_0_r_bits_resp(2'b00),
        .mem_axi4_0_r_bits_last(1'b1),
        .uart_rx(1'b1),
        .uart_tx(),
        .led(gpio_out),
        .io_success(interrupt)
    );
    tilelink_to_axi4 #(
        .AXI_ADDR_WIDTH(C_M_AXI_ADDR_WIDTH),
        .AXI_DATA_WIDTH(C_M_AXI_DATA_WIDTH)
    ) tl_axi_converter (
        .clk(aclk),
        .rst(rocket_reset),
        .tl_a_valid(tl_a_valid),
        .tl_a_ready(tl_a_ready),
        .tl_a_opcode(tl_a_opcode),
        .tl_a_param(tl_a_param),
        .tl_a_size(tl_a_size),
        .tl_a_source(tl_a_source),
        .tl_a_address(tl_a_address),
        .tl_a_mask(tl_a_mask),
        .tl_a_data(tl_a_data),
        .tl_a_corrupt(tl_a_corrupt),
        .tl_d_valid(tl_d_valid),
        .tl_d_ready(tl_d_ready),
        .tl_d_opcode(tl_d_opcode),
        .tl_d_param(tl_d_param),
        .tl_d_size(tl_d_size),
        .tl_d_source(tl_d_source),
        .tl_d_sink(tl_d_sink),
        .tl_d_denied(tl_d_denied),
        .tl_d_data(tl_d_data),
        .tl_d_corrupt(tl_d_corrupt),
        .m_axi_awaddr(m_axi_awaddr),
        .m_axi_awlen(m_axi_awlen),
        .m_axi_awsize(m_axi_awsize),
        .m_axi_awburst(m_axi_awburst),
        .m_axi_awlock(m_axi_awlock),
        .m_axi_awcache(m_axi_awcache),
        .m_axi_awprot(m_axi_awprot),
        .m_axi_awqos(m_axi_awqos),
        .m_axi_awvalid(m_axi_awvalid),
        .m_axi_awready(m_axi_awready),
        .m_axi_wdata(m_axi_wdata),
        .m_axi_wstrb(m_axi_wstrb),
        .m_axi_wlast(m_axi_wlast),
        .m_axi_wvalid(m_axi_wvalid),
        .m_axi_wready(m_axi_wready),
        .m_axi_bresp(m_axi_bresp),
        .m_axi_bvalid(m_axi_bvalid),
        .m_axi_bready(m_axi_bready),
        .m_axi_araddr(m_axi_araddr),
        .m_axi_arlen(m_axi_arlen),
        .m_axi_arsize(m_axi_arsize),
        .m_axi_arburst(m_axi_arburst),
        .m_axi_arlock(m_axi_arlock),
        .m_axi_arcache(m_axi_arcache),
        .m_axi_arprot(m_axi_arprot),
        .m_axi_arqos(m_axi_arqos),
        .m_axi_arvalid(m_axi_arvalid),
        .m_axi_arready(m_axi_arready),
        .m_axi_rdata(m_axi_rdata),
        .m_axi_rresp(m_axi_rresp),
        .m_axi_rlast(m_axi_rlast),
        .m_axi_rvalid(m_axi_rvalid),
        .m_axi_rready(m_axi_rready)
    );
    axi_lite_slave #(
        .C_S_AXI_DATA_WIDTH(C_S_AXI_DATA_WIDTH),
        .C_S_AXI_ADDR_WIDTH(C_S_AXI_ADDR_WIDTH)
    ) axi_lite_ctrl (
        .S_AXI_ACLK(aclk),
        .S_AXI_ARESETN(aresetn),
        .S_AXI_AWADDR(s_axi_awaddr),
        .S_AXI_AWPROT(s_axi_awprot),
        .S_AXI_AWVALID(s_axi_awvalid),
        .S_AXI_AWREADY(s_axi_awready),
        .S_AXI_WDATA(s_axi_wdata),
        .S_AXI_WSTRB(s_axi_wstrb),
        .S_AXI_WVALID(s_axi_wvalid),
        .S_AXI_WREADY(s_axi_wready),
        .S_AXI_BRESP(s_axi_bresp),
        .S_AXI_BVALID(s_axi_bvalid),
        .S_AXI_BREADY(s_axi_bready),
        .S_AXI_ARADDR(s_axi_araddr),
        .S_AXI_ARPROT(s_axi_arprot),
        .S_AXI_ARVALID(s_axi_arvalid),
        .S_AXI_ARREADY(s_axi_arready),
        .S_AXI_RDATA(s_axi_rdata),
        .S_AXI_RRESP(s_axi_rresp),
        .S_AXI_RVALID(s_axi_rvalid),
        .S_AXI_RREADY(s_axi_rready),
        .gpio_in(gpio_in),
        .gpio_out(gpio_out)
    );
endmodule
module yolo_accelerator_ctrl #(
    parameter integer C_S_AXI_DATA_WIDTH = 32,
    parameter integer C_S_AXI_ADDR_WIDTH = 12
)(
    input wire aclk,
    input wire aresetn,
    input wire [C_S_AXI_ADDR_WIDTH-1:0] s_axi_awaddr,
    input wire [2:0] s_axi_awprot,
    input wire s_axi_awvalid,
    output reg s_axi_awready,
    input wire [C_S_AXI_DATA_WIDTH-1:0] s_axi_wdata,
    input wire [(C_S_AXI_DATA_WIDTH/8)-1:0] s_axi_wstrb,
    input wire s_axi_wvalid,
    output reg s_axi_wready,
    output reg [1:0] s_axi_bresp,
    output reg s_axi_bvalid,
    input wire s_axi_bready,
    input wire [C_S_AXI_ADDR_WIDTH-1:0] s_axi_araddr,
    input wire [2:0] s_axi_arprot,
    input wire s_axi_arvalid,
    output reg s_axi_arready,
    output reg [C_S_AXI_DATA_WIDTH-1:0] s_axi_rdata,
    output reg [1:0] s_axi_rresp,
    output reg s_axi_rvalid,
    input wire s_axi_rready,
    output reg dpu_start,
    input wire dpu_done,
    input wire dpu_idle,
    output reg [31:0] dpu_input_addr,
    output reg [31:0] dpu_output_addr,
    output reg [15:0] dpu_input_width,
    output reg [15:0] dpu_input_height,
    output reg interrupt
);
    localparam [C_S_AXI_ADDR_WIDTH-1:0] 
        REG_CONTROL     = 12'h000,
        REG_STATUS      = 12'h004,
        REG_INPUT_ADDR  = 12'h008,
        REG_OUTPUT_ADDR = 12'h00C,
        REG_INPUT_WIDTH = 12'h010,
        REG_INPUT_HEIGHT= 12'h014,
        REG_INTERRUPT   = 12'h018;
    reg [31:0] reg_control;
    reg [31:0] reg_status;
    reg [31:0] reg_input_addr;
    reg [31:0] reg_output_addr;
    reg [15:0] reg_input_width;
    reg [15:0] reg_input_height;
    reg [31:0] reg_interrupt;
    reg axi_awready_reg;
    reg axi_wready_reg;
    reg axi_bvalid_reg;
    reg axi_arready_reg;
    reg axi_rvalid_reg;
    always @(posedge aclk) begin
        if (!aresetn) begin
            s_axi_awready <= 0;
            s_axi_wready <= 0;
            s_axi_bvalid <= 0;
            s_axi_bresp <= 2'b00;
            s_axi_arready <= 0;
            s_axi_rvalid <= 0;
            s_axi_rresp <= 2'b00;
            s_axi_rdata <= 0;
            reg_control <= 0;
            reg_input_addr <= 0;
            reg_output_addr <= 0;
            reg_input_width <= 640;
            reg_input_height <= 480;
            reg_interrupt <= 0;
            dpu_start <= 0;
            interrupt <= 0;
        end else begin
            if (s_axi_awvalid && s_axi_wvalid && !s_axi_awready) begin
                s_axi_awready <= 1;
                s_axi_wready <= 1;
                case (s_axi_awaddr)
                    REG_CONTROL: begin
                        if (s_axi_wstrb[0]) reg_control[7:0] <= s_axi_wdata[7:0];
                        if (s_axi_wstrb[1]) reg_control[15:8] <= s_axi_wdata[15:8];
                        if (s_axi_wstrb[2]) reg_control[23:16] <= s_axi_wdata[23:16];
                        if (s_axi_wstrb[3]) reg_control[31:24] <= s_axi_wdata[31:24];
                        if (s_axi_wdata[0]) dpu_start <= 1;  
                    end
                    REG_INPUT_ADDR: reg_input_addr <= s_axi_wdata;
                    REG_OUTPUT_ADDR: reg_output_addr <= s_axi_wdata;
                    REG_INPUT_WIDTH: reg_input_width <= s_axi_wdata[15:0];
                    REG_INPUT_HEIGHT: reg_input_height <= s_axi_wdata[15:0];
                    REG_INTERRUPT: reg_interrupt <= s_axi_wdata;
                endcase
            end else begin
                s_axi_awready <= 0;
                s_axi_wready <= 0;
                dpu_start <= 0;
            end
            if (s_axi_awready && s_axi_wready && !s_axi_bvalid) begin
                s_axi_bvalid <= 1;
                s_axi_bresp <= 2'b00;
            end else if (s_axi_bvalid && s_axi_bready) begin
                s_axi_bvalid <= 0;
            end
            if (s_axi_arvalid && !s_axi_arready) begin
                s_axi_arready <= 1;
                s_axi_rvalid <= 1;
                s_axi_rresp <= 2'b00;
                case (s_axi_araddr)
                    REG_CONTROL: s_axi_rdata <= reg_control;
                    REG_STATUS: s_axi_rdata <= {30'h0, dpu_idle, dpu_done};
                    REG_INPUT_ADDR: s_axi_rdata <= reg_input_addr;
                    REG_OUTPUT_ADDR: s_axi_rdata <= reg_output_addr;
                    REG_INPUT_WIDTH: s_axi_rdata <= {16'h0, reg_input_width};
                    REG_INPUT_HEIGHT: s_axi_rdata <= {16'h0, reg_input_height};
                    REG_INTERRUPT: s_axi_rdata <= reg_interrupt;
                    default: s_axi_rdata <= 32'h0;
                endcase
            end else begin
                s_axi_arready <= 0;
            end
            if (s_axi_rvalid && s_axi_rready) begin
                s_axi_rvalid <= 0;
            end
            if (dpu_done && reg_interrupt[0]) begin
                interrupt <= 1;
            end else if (reg_interrupt[31]) begin  
                interrupt <= 0;
                reg_interrupt[31] <= 0;
            end
        end
    end
    assign dpu_input_addr = reg_input_addr;
    assign dpu_output_addr = reg_output_addr;
    assign dpu_input_width = reg_input_width;
    assign dpu_input_height = reg_input_height;
    always @(posedge aclk) begin
        if (!aresetn) begin
            reg_status <= 0;
        end else begin
            reg_status[0] <= dpu_done;
            reg_status[1] <= dpu_idle;
        end
    end
endmodule
==> flow/run.sh <==
#!/bin/bash
# OpenROAD 26Q1-2900-gdf79404cd8, Yosys 0.63+post, stock flow scripts
make -C /OpenROAD-flow-scripts/flow DESIGN_CONFIG=/design/flow/config.mk WORK_HOME=/design/flow/orfs finish
==> flow/config.mk <==
export PLATFORM = sky130hd
export DESIGN_NAME = yolo_accelerator_ctrl
export DESIGN_NICKNAME = yolo_accelerator_ctrl
export VERILOG_FILES = /design/flow/design.v
export SDC_FILE = /design/flow/constraint.sdc
export NUM_CORES = 4
export LEC_CHECK = 1
export CORE_UTILIZATION = 40
==> flow/constraint.sdc <==
current_design yolo_accelerator_ctrl

set clk_period 5.6
set clk_io_pct 0.2

create_clock -name clk0 -period $clk_period [get_ports {aclk}]

set non_clock_inputs [all_inputs -no_clocks]
set_input_delay [expr $clk_period * $clk_io_pct] -clock clk0 $non_clock_inputs
set_output_delay [expr $clk_period * $clk_io_pct] -clock clk0 [all_outputs]
==> summary.json <==
{
  "pwr": {
    "vdd_drop_max_mv": 0.187,
    "total_power_per_unit_cell_area_mw_per_mm2": 257,
    "power.static_leakage_nw": 3.82,
    "total_power_draw_mw": 3.01
  },
  "setup_path": {
    "worst_setup_path_start_kind": "input pin",
    "path_max_fanout": 17,
    "worst_ep_required_time_ns": 5.95,
    "r2r_slack_ns": 3.27,
    "critPathCaptureType": "register",
    "r2r.worst_path.cells": 5,
    "timing.critical_path.arrival_ns": 3.71,
    "timing.critical_path.slowest_cell_delay_ns": 0.84,
    "rr_endpoint": "reg_interrupt[4]",
    "critical_path_cell_list": "clkdlybuf4s50_1 > nor4_1 > nor3b_4 > buf_4 > nand4_1 > a21oi_1",
    "slowest_stage": "sky130_fd_sc_hd__nor3b_4",
    "worst-setup-path-type": "in2reg",
    "worstReg2RegStart": "s_axi_wready"
  },
  "global_routing": {
    "gr-total-overflow": 0,
    "global_route.usage.met3": 0.0779,
    "first_global_vias": 8341,
    "grt_antenna_before_repair": 1,
    "grt_use_total": 0.292,
    "global_route_wire_length_before_repair_um": 49500,
    "pin_count_of_the_biggest_net_entering_global_routing": 68,
    "use_met2": 0.419,
    "grt_util_met1": 0.461,
    "top_usage_layer": "met1"
  },
  "clocking": {
    "cts_buffer_count": 17,
    "path_clk_slew_ns": 0.07,
    "bufs_on_longest_clock_path": 2,
    "tritoncts_clock_tree": "done",
    "clockRootBuffer": "sky130_fd_sc_hd__clkbuf_16",
    "postCtsHoldBufs": 0,
    "cts-htree-levels": 4,
    "cts.sinks": 198,
    "post-cts-setup-buffers": 0,
    "post_cts.resized_instances": 0,
    "clk-insertion-delay-late_ns": 0.43
  },
  "layout": {
    "final_area_mm2": 0.0117,
    "syn2layout_area_growth_pct": 30.3,
    "finish.cell_count_without_fillers": 1485,
    "fin_util": 0.534,
    "drive_above_1_share": 0.0805
  },
  "timing": {
    "final-max-slew-violation-count": 0,
    "grt_setup_unrepaired": "false",
    "timing.final.crit_share": 0.600,
    "worst_hold_slack_ns": 0.456,
    "setup_viol": 0,
    "post-route-worst-setup-slack_ns": 2.24,
    "min_period_ns": 3.36,
    "clock.fmax_ghz": 0.298,
    "clock_skew_ns": 0.0118,
    "total_negative_setup_slacks_ns": 0,
    "tightest_slew_ns": 0.893,
    "hold_violations": 0,
    "timing.slew.headroom": 0.403
  },
  "synth": {
    "synth_top_flop_cell": "sky130_fd_sc_hd__dfxtp_1",
    "synth-edff-count": 0,
    "syn-instance-count": 1064,
    "post_synth_instance_area_mm2": 0.00897,
    "ys_warn_count": 5,
    "syn_avg_cell_area_um2": 8.43,
    "synth-seq-area-share": 0.442,
    "synthDistinctLibCells": 47,
    "synth.yosys.num_cells": 1064,
    "async_flop_share": 0,
    "postSynthRegisterBits": 198,
    "ys_chip_area_mm2": 0.00897
  },
  "outcome": {
    "status": "completed"
  },
  "floorplanning": {
    "die_x_um": 152,
    "rows": 54,
    "initCoreUtil": 0.410,
    "core_region_area_mm2": 0.0219,
    "chipHeight_um": 152,
    "design.die.area_mm2": 0.0230,
    "io_pins": 214
  },
  "place": {
    "io_buffer_count": 203,
    "post-place-ws_ns": 1.84,
    "dp.cells": 1454,
    "globalplace.congestion": 0.821,
    "postPlaceCellArea_mm2": 0.0110,
    "half_perimeter_wire_length_of_the_detailed_placement_result_um": 19600
  },
  "min_path": {
    "min_delay_endpoint": "s_axi_rdata[30]",
    "start_point_of_the_worst_hold_path": "s_axi_rdata[30]",
    "count_of_cells_along_the_worst_hold_path": 2,
    "timing.hold.worst.class": "reg2reg"
  },
  "route": {
    "antenna-diode-count": 0,
    "drc_errors": 0,
    "via_count": 9056,
    "wire_per_inst_um": 22.0,
    "drt.antenna.violating_nets": 0,
    "drt_iter0_markers": 853,
    "post_detailed_route_via_to_cell_ratio": 6.10,
    "drt_first_pass_iters": 5,
    "routed_wl_um": 32600
  },
  "run": {
    "openroad.warnings": 31,
    "cap_violations": 0
  }
}
-- state kept, by name, summed over array words and instances, names as in the netlist, 16 cells and up --
| signal | count |
|---|---|
| s_axi_rdata | 32 |
| reg_control | 32 |
| reg_input_height | 16 |
| reg_input_addr | 32 |
| reg_output_addr | 32 |
| reg_input_width | 16 |
| reg_interrupt | 32 |
-- per-layer routing --
| layer | up-vias | part of all wire |
|---|---|---|
| met4 | 2 | 0.0083 |
| met3 | 22 | 0.096 |
| li1 | 4222 | - |
| met1 | 4350 | 0.46 |
| met5 | - | 0.00040 |
| met2 | 460 | 0.44 |
-- Yosys cell counts, types with 2 or more instances --
cell,number,area [um2]
sky130_fd_sc_hd__o21ai_0,89,445
sky130_fd_sc_hd__clkbuf_1,82,308
sky130_fd_sc_hd__a22o_1,17,149
sky130_fd_sc_hd__o22ai_1,17,106
sky130_fd_sc_hd__mux2_2,26,293
sky130_fd_sc_hd__and3_1,4,25.0
sky130_fd_sc_hd__buf_1,7,26.3
sky130_fd_sc_hd__o21ai_1,60,300
sky130_fd_sc_hd__dfxtp_1,198,3960
sky130_fd_sc_hd__inv_1,23,86.3
sky130_fd_sc_hd__buf_2,20,100
sky130_fd_sc_hd__and3b_1,3,26.3
sky130_fd_sc_hd__a22oi_1,24,180
sky130_fd_sc_hd__mux2i_1,24,240
sky130_fd_sc_hd__o2bb2ai_1,9,78.8
sky130_fd_sc_hd__o31ai_1,32,240
sky130_fd_sc_hd__nand3_1,137,686
sky130_fd_sc_hd__nand2_1,20,75.1
sky130_fd_sc_hd__nor2_1,6,22.5
sky130_fd_sc_hd__a221oi_1,8,70.1
sky130_fd_sc_hd__nor3_1,3,15.0
sky130_fd_sc_hd__buf_6,6,67.6
sky130_fd_sc_hd__nor3_4,2,32.5
sky130_fd_sc_hd__a2bb2oi_1,7,61.3
sky130_fd_sc_hd__and2_1,4,25.0
sky130_fd_sc_hd__a21oi_1,163,816
sky130_fd_sc_hd__buf_4,7,52.6
sky130_fd_sc_hd__o211a_1,8,80.1
sky130_fd_sc_hd__nand4_1,36,225
sky130_fd_sc_hd__nor2b_1,2,12.5
sky130_fd_sc_hd__nor4_2,2,25.0
sky130_fd_sc_hd__nor4_1,2,12.5
sky130_fd_sc_hd__nand3b_1,2,15.0
-- logic make-up after synthesis --
group           Yosys count  share of synthesized area
other cells               1                   0.000418
compound gates          439                      0.286
simple gates            230                      0.141
buf+inv                 146                     0.0718
mux                      50                     0.0594
flops                   198                      0.442
-- cell usage in the layout (no fill, tap or decap), drive strengths merged, types with 2 or more instances in the layout --
| cell | netlist | layout |
|---|---|---|
| conb | 1 | 4 |
| nor2 | 6 | 6 |
| o211a | 8 | 8 |
| buf | 40 | 28 |
| and3b | 3 | 3 |
| a21oi | 163 | 163 |
| nor4 | 4 | 4 |
| a22oi | 24 | 24 |
| a221oi | 8 | 8 |
| o22ai | 17 | 17 |
| inv | 24 | 26 |
| nor2b | 2 | 2 |
| mux2i | 24 | 24 |
| nand3 | 138 | 138 |
| nand3b | 2 | 2 |
| a22o | 17 | 17 |
| bufinv | 0 | 6 |
| clkdlybuf4s50 | 0 | 201 |
| and2 | 4 | 4 |
| clkbuf | 82 | 20 |
| and3 | 4 | 4 |
| nand4 | 36 | 36 |
| clkinvlp | 0 | 3 |
| o31ai | 32 | 32 |
| dfxtp | 198 | 198 |
| nor3 | 5 | 5 |
| nand2 | 20 | 20 |
| a2bb2oi | 7 | 7 |
| mux2 | 26 | 26 |
| o2bb2ai | 9 | 9 |
| o21ai | 149 | 149 |
-- power by group --
| group | internal (mW) | total [mW] | leakage [nW] | switching (mW) |
|---|---|---|---|---|
| combinational | 0.0693 | 0.193 | 1.92 | 0.123 |
| clock | 0.852 | 1.41 | 0.313 | 0.554 |
| sequential | 1.41 | 1.41 | 1.59 | 0.00110 |
| total | 2.33 | 3.01 | 3.82 | 0.679 |
-- worst max path at each step --
stage | from | to | slack, ns | cells past startpoint
CTS | s_axi_awaddr[5] | reg_control[6] | 2.26 | 6
finish | s_axi_awaddr[5] | reg_control[6] | 2.24 | 6
global route | s_axi_awaddr[5] | reg_control[4] | 2.10 | 6
-- critical path, delay by kind of cell --
| kind | cells | cell delay, ns |
|---|---|---|
| simple gates | 3 | 1.58 |
| buf+inv | 2 | 0.83 |
| compound gates | 1 | 0.16 |
-- final cells by class --
class / instances / area, um2
clock buffer: 20 / 447
inverter: 24 / 92.6
sequential: 198 / 3960
multi-input combinational: 723 / 4400
tap: 280 / 350
fill: 2020 / 10200
timing repair buffer: 229 / 2220
clock inverter: 11 / 220
Power and IR drop assume default switching activity.
